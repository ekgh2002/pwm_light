$ cat flow/design.v
`timescale 1ns / 1ps
module Button_Controller(
    input i_clk,
    input i_button,
    input i_reset,
    output o_button
    );
    parameter PUSHED = 1'b1,
              RELEASED = 1'b0,
              TRUE = 1'b1,
              FALSE = 1'b0;
    parameter DEBOUNCE = 500_000;   
    reg r_prevState = RELEASED;
    reg r_button;
    reg [31:0] r_counter = 0;
    assign o_button = r_button;
    always @(posedge i_clk or posedge i_reset) begin  
        if (i_reset) begin
            r_button <= FALSE;
            r_prevState <= RELEASED;
            r_counter <= 0;
        end
        else begin
            if ((i_button == PUSHED) && (r_prevState == RELEASED) && (r_counter < DEBOUNCE)) begin
                r_counter <= r_counter + 1;
                r_button <= FALSE;
            end
            else if ((i_button == PUSHED) && (r_prevState == RELEASED) && (r_counter == DEBOUNCE)) begin
                r_counter <= 0;
                r_prevState <= PUSHED;
                r_button <= FALSE;
            end
            else if ((i_button == RELEASED) && (r_prevState == PUSHED) && (r_counter < DEBOUNCE)) begin
                r_counter <= r_counter + 1;
                r_button <= FALSE;
            end
            else if ((i_button == RELEASED) && (r_prevState == PUSHED) && (r_counter == DEBOUNCE)) begin
                r_counter <= 0;
                r_prevState <= RELEASED;
                r_button <= TRUE;
            end
            else begin
                r_counter <= 0;
                r_button <= FALSE;
            end
        end
    end
endmodule
`timescale 1ns / 1ps
module Clock_Divider(
    input i_clk,
    input i_reset,
    output o_clk
    );
    reg r_clk = 0;
    reg [6:0] r_counter = 0;
    assign o_clk = r_clk;
    always @(posedge i_clk or posedge i_reset) begin
        if (i_reset) begin
            r_clk <= 1'b0;
            r_counter <= 0;
        end
        else begin
            if (r_counter == 49) begin
                r_counter <= 0;
                r_clk <= ~r_clk;
            end
            else begin
                r_counter <= r_counter + 1;
            end
        end
    end
endmodule
`timescale 1ns / 1ps
module Counter(
    input i_clk,
    input i_reset,
    output [9:0] o_counter
    );
    reg [9:0] r_counter = 0;
    assign o_counter = r_counter;
    always @(posedge i_clk or posedge i_reset) begin
        if (i_reset) begin
            r_counter <= 0;
        end
        else begin
            if (r_counter == 999) begin
            r_counter <= 0;
            end
            else begin
                r_counter <= r_counter + 1;
            end
        end    
    end
endmodule
`timescale 1ns / 1ps
module FSM(
    input i_clk,
    input i_reset,
    input [2:0] i_button,
    output [2:0] o_lightState
    );
    parameter   S_LIGHT_0 = 3'd000,
                S_LIGHT_1 = 3'd001,
                S_LIGHT_2 = 3'd010,
                S_LIGHT_3 = 3'd011,
                S_LIGHT_4 = 3'd100;
    reg [2:0] curState, nextState;
    reg [2:0] r_lightState;
    assign o_lightState = r_lightState;
    always @(posedge i_clk or posedge i_reset) begin
        if (i_reset) curState <= S_LIGHT_0;
        else         curState <= nextState;
    end
    always @(curState or i_button) begin
        case (curState)
            S_LIGHT_0 : begin
                if (i_button[0])      nextState <= S_LIGHT_1;   
                else                  nextState <= S_LIGHT_0;   
            end
            S_LIGHT_1 : begin
                if (i_button[0])      nextState <= S_LIGHT_2;   
                else if (i_button[1]) nextState <= S_LIGHT_0;   
                else if (i_button[2]) nextState <= S_LIGHT_0;   
                else                  nextState <= S_LIGHT_1;
            end
            S_LIGHT_2 : begin
                if (i_button[0])      nextState <= S_LIGHT_3;   
                else if (i_button[1]) nextState <= S_LIGHT_1;   
                else if (i_button[2]) nextState <= S_LIGHT_0;   
                else                  nextState <= S_LIGHT_2;
            end
            S_LIGHT_3 : begin
                if (i_button[0])      nextState <= S_LIGHT_4;   
                else if (i_button[1]) nextState <= S_LIGHT_2;   
                else if (i_button[2]) nextState <= S_LIGHT_0;   
                else                  nextState <= S_LIGHT_3;
            end
            S_LIGHT_4 : begin
                if (i_button[1])      nextState <= S_LIGHT_3;   
                else if (i_button[2]) nextState <= S_LIGHT_0;   
                else                  nextState <= S_LIGHT_4;
            end
        endcase       
    end
    always @(curState) begin
        case (curState)
            S_LIGHT_0 : r_lightState <= 3'b000;
            S_LIGHT_1 : r_lightState <= 3'b001;
            S_LIGHT_2 : r_lightState <= 3'b010;
            S_LIGHT_3 : r_lightState <= 3'b011;
            S_LIGHT_4 : r_lightState <= 3'd100;
            default : r_lightState <= 3'b000;
        endcase
    end
endmodule
`timescale 1ns / 1ps
module MUX(
    input [4:0] i_x,
    input [2:0] sel,
    output o_y
    );
    reg r_y;
    assign o_y = r_y;
    always @(*) begin
        case (sel)
            3'd0 : r_y <= 1'b0;
            3'd1 : r_y <= i_x[0]; 
            3'd2 : r_y <= i_x[1]; 
            3'd3 : r_y <= i_x[2]; 
            3'd4 : r_y <= i_x[3];  
            default: r_y <= 1'b0;
        endcase
    end
endmodule
`timescale 1ns / 1ps
module Top_PWM_Light(
    input i_clk,
    input i_reset,
    input [2:0] i_button,
    output o_y
    );
    wire w_clk;
    Clock_Divider Clock_divider(
    .i_clk(i_clk),
    .i_reset(i_reset),
    .o_clk(w_clk)
    );
    wire [9:0] w_counter;
    Counter counter(
    .i_clk(w_clk),
    .i_reset(i_reset),
    .o_counter(w_counter)
    );
    wire [4:0] w_light;
    comparater comp(
    .i_counter(w_counter),
    .o_light_0(w_light[0]),
    .o_light_1(w_light[1]),
    .o_light_2(w_light[2]),
    .o_light_3(w_light[3]),
    .o_light_4(w_light[4])
    );
    wire [2:0] w_button;
    Button_Controller Bt0(
    .i_clk(i_clk),
    .i_button(i_button[0]),
    .i_reset(i_reset),
    .o_button(w_button[0])         
    );
    Button_Controller Bt1(
    .i_clk(i_clk),
    .i_button(i_button[1]),
    .i_reset(i_reset),
    .o_button(w_button[1])         
    );
    Button_Controller Bt2(
    .i_clk(i_clk),
    .i_button(i_button[2]),
    .i_reset(i_reset),
    .o_button(w_button[2])         
    );
    wire [2:0] w_lightState;
    FSM fsm(
    .i_clk(i_clk),
    .i_reset(i_reset),
    .i_button(w_button),
    .o_lightState(w_lightState)
    );
    MUX mux(
    .i_x(w_light),
    .sel(w_lightState),
    .o_y(o_y)
    );
endmodule
`timescale 1ns / 1ps
module comparater(
    input [9:0] i_counter,
    output o_light_0, o_light_1, o_light_2, o_light_3, o_light_4
    );
    assign o_light_0 = (i_counter == 0) ? 1'b1 : 1'b0;
    assign o_light_1 = (i_counter < 300) ? 1'b1 : 1'b0;
    assign o_light_2 = (i_counter < 400) ? 1'b1 : 1'b0;
    assign o_light_3 = (i_counter < 600) ? 1'b1 : 1'b0;
    assign o_light_4 = (i_counter < 990) ? 1'b1 : 1'b0;
endmodule
$ cat flow/run.sh
#!/bin/bash
# OpenROAD 26Q1-2900-gdf79404cd8, Yosys 0.63+post, stock flow scripts
make -C /OpenROAD-flow-scripts/flow DESIGN_CONFIG=/design/flow/config.mk WORK_HOME=/design/flow/orfs finish
$ cat flow/config.mk
export PLATFORM = sky130hd
export DESIGN_NAME = Top_PWM_Light
export DESIGN_NICKNAME = Top_PWM_Light
export VERILOG_FILES = /design/flow/design.v
export SDC_FILE = /design/flow/constraint.sdc
export NUM_CORES = 4
export LEC_CHECK = 1
export CORE_UTILIZATION = 30
$ cat flow/constraint.sdc
current_design Top_PWM_Light

set clk_period 4.3
set clk_io_pct 0.2

create_clock -name clk0 -period $clk_period [get_ports {i_clk}]

set non_clock_inputs [all_inputs -no_clocks]
set_input_delay [expr $clk_period * $clk_io_pct] -clock clk0 $non_clock_inputs
set_output_delay [expr $clk_period * $clk_io_pct] -clock clk0 [all_outputs]
==> qor.tcl <==
set qor(status) {finished, final reports clean}
set qor(buffer_ports.inserted) 5
set qor(cp_max_fo) 10
set qor(seqPwrFrac_pct) 43.6
set qor(postSynthAreaPerCell_um2) 10.9
set qor(slowest_cell_on_crit_path) {sky130_fd_sc_hd__dfrtp_1}
set qor(yosys_area_um2) 5600
set qor(data_arrival_at_the_endpoint_of_the_critical_path_ns) 1.98
set qor(antennaDiodeCount) 0
set qor(fin_worst_skew_ns) 0.00934
set qor(crit_path_end_kind) {output port}
set qor(route.detailed.drc) 0
set qor(yosys_warnings) 9
set qor(hold-path-cell-count) 1
set qor(pwr-share-clk_pct) 54.6
set qor(warnings) 30
set qor(fp-utilization_pct) 30.9
set qor(num_io_pins) 6
set qor(ys_top_cells_by_area) {sky130_fd_sc_hd__dfrtp_1, sky130_fd_sc_hd__xnor2_1, sky130_fd_sc_hd__nor4_1}
set qor(number_of_antenna_violations_at_the_first_check_in_global_routing) 0
set qor(cts.repair.resized) 0
set qor(register_pins_left_without_a_clock) 13
set qor(setup.worst_path.class) {reg2out}
set qor(cap_violations) 0
set qor(cts_root_buf) {sky130_fd_sc_hd__clkbuf_16}
set qor(vias_per_cell) 4.85
set qor(period_needed_ns) 2.84
set qor(top_area_cell) {sky130_fd_sc_hd__dfrtp_1}
set qor(post-cts-setup-buffers) 0
set qor(starting_drc_count_in_detailed_routing) 217
set qor(global_route_wire_length_before_repair_mm) 18.3
set qor(wl_mm) 9.96
set qor(number_of_global_route_vias_before_repair) 3915
set qor(p_leak_nw) 2.60
set qor(coreArea_um2) 18100
set qor(cts_tree) {done}
set qor(unconstrained_endpoints) 16
set qor(net_sw_power_mw) 0.525
set qor(worst_path_dominant_cell_family) {flip-flops}
set qor(pwr-share-comb_pct) 1.8
set qor(ant_nets) 0
set qor(clkLatencyLatePin_ns) 0.41
set qor(slew_viol_final) 0
set qor(hold_violations) 0
set qor(nature_of_the_critical_path_startpoint) {flop}
set qor(yosysCellCount) 516
set qor(htreeDepth) 4
set qor(power_report.internal_total_mw) 1.98
set qor(gr-total-overflow) 0
set qor(drive_above_1_share_pct) 9.15
set qor(post-dp-hpwl_mm) 6.57
set qor(via_count_of_the_routed_design) 3917
set qor(synth_area_um2) 5600
set qor(critical_path_depth) 3
set qor(hold_class) {reg2reg}
set qor(cts_buffer_depth) 2
set qor(slowest_delay_ns) 0.49
set qor(timing.reg2reg.worst_path_depth) 4
set qor(synth-edff-count) 0
set qor(holdBufCountCts) 0
set qor(worst_setup_hold_path_clk_slew_ns) 0.06
set qor(gp_congestion) 0.807
set qor(post-route-period-util_pct) 66.1
set qor(cp_required_ns) 3.44
set qor(ir_worst_vdd_v) 0.000274
set qor(grt_start_max_net_pins) 61
set qor(setup_tns_ns) 0
set qor(rsz_0062_raised_after_global_routing) {no}
set qor(worst_margin_pin_slew_ns) 0.750
set qor(pwr_density_cell_nw_per_um2) 376
set qor(cp.buffers_inverters) 1
set qor(fmax_ghz) 0.352
set qor(postSynth.topFlopCell) {sky130_fd_sc_hd__dfrtp_1}
set qor(max_slew_margin_pct) 50.0
set qor(ys_types) 50
set qor(ys.flops) 126
set qor(total_power_mw) 2.50
set qor(die-width_um) 139
set qor(timing.final.setup_violations) 0
set qor(grt.total_usage_pct) 11.6
set qor(p_sw_share_pct) 21.0
set qor(post_drt_wl_per_cell_um) 12.3
set qor(synthToLayoutAreaGrowth_pct) 18.7
set qor(number_of_detailed_route_iterations_in_the_first_pass) 4
set qor(top_area_share_pct) 55.0
set qor(async_reset_ff_share_pct) 97.6
set qor(dieHeight_um) 139
set qor(path_cells) {nor3b_1 -> a22o_1 -> clkdlybuf4s50_1}
set qor(chipArea_um2) 19200
set qor(rows) 49
set qor(cts-buffers-inserted) 17
set qor(syn_inst) 516
[worst reg2reg max path: cells and delay by family (launching register included)]
kind	cells	cell delay, ns
simple gates	4	1.78
flops	1	0.35
[final timing paths]
kind,startpoint,to,slack (ns)
setup / recovery,fsm.curState[0],o_y,1.46
setup reg to reg,Bt1.r_counter[24],Bt1.r_button,2.04
hold / removal,Clock_divider.r_counter[6],Clock_divider.r_counter[6],0.48
min in group asynchronous,i_reset,Bt2.r_counter[28],0.95
max in group asynchronous,i_reset,Bt2.r_counter[18],2.43
hold reg to reg,Clock_divider.r_counter[6],Clock_divider.r_counter[6],0.48
[state kept, by name, indices dropped and copies added, names as in the netlist, 3 cells and up]
register	count
Bt0.r_counter	32
Bt2.r_counter	32
Bt1.r_counter	32
fsm.nextState	3
Clock_divider.r_counter	7
fsm.curState	3
counter.r_counter	10
[cells by family after synthesis]
group,count (synthesis),synth area share (%)
xor+xnor,54,8.45
mux,3,0.603
latches,3,0.804
flops,123,55.0
fa+ha+maj,10,2.23
compound gates,59,7.33
simple gates,224,22.9
buf+inv,39,2.68
other cells,1,0.0670
[per-layer routing]
layer  share of wire, %  track usage (%)  routed length [um]  vias to the layer above
met1                 50             17.5                4960                     1893
met4                2.1             1.87                 212                        0
li1                   -                -                   -                     1953
met5                  0                0                   0                        -
met2                 45             18.1                4500                       50
met3                2.9             2.32                 293                       21
[synthesized netlist by cell type (2+ instances only)]
master,n
sky130_fd_sc_hd__nor4_1,39
sky130_fd_sc_hd__a211oi_1,11
sky130_fd_sc_hd__nor2b_1,4
sky130_fd_sc_hd__nor3_1,38
sky130_fd_sc_hd__xor2_1,23
sky130_fd_sc_hd__inv_1,21
sky130_fd_sc_hd__buf_2,2
sky130_fd_sc_hd__nand4_1,27
sky130_fd_sc_hd__clkbuf_1,15
sky130_fd_sc_hd__or4_1,4
sky130_fd_sc_hd__nor4bb_1,4
sky130_fd_sc_hd__ha_1,10
sky130_fd_sc_hd__o21ai_0,13
sky130_fd_sc_hd__or2_2,3
sky130_fd_sc_hd__nor4b_1,4
sky130_fd_sc_hd__dfrtp_1,123
sky130_fd_sc_hd__o31ai_1,6
sky130_fd_sc_hd__and4_1,3
sky130_fd_sc_hd__a21oi_1,9
sky130_fd_sc_hd__a21o_1,2
sky130_fd_sc_hd__nand3_1,28
sky130_fd_sc_hd__dlxtn_1,3
sky130_fd_sc_hd__or3_1,11
sky130_fd_sc_hd__and3_1,2
sky130_fd_sc_hd__a21bo_2,3
sky130_fd_sc_hd__a22o_1,3
sky130_fd_sc_hd__nand2b_1,2
sky130_fd_sc_hd__nor2_1,23
sky130_fd_sc_hd__xnor2_1,31
sky130_fd_sc_hd__mux2_2,3
sky130_fd_sc_hd__nand2_1,21
sky130_fd_sc_hd__and2_1,2
sky130_fd_sc_hd__nor3b_1,4
sky130_fd_sc_hd__a31o_2,3
[cell type report]
class / instances / area, um2
inverters: 21 / 81.3
repair buffers: 11 / 95.1
clock buffers: 20 / 457
fillers: 1710 / 11500
multi-input cells: 389 / 2470
clock inverters: 12 / 134
flip-flops and latches: 126 / 3120
well taps: 229 / 287
[metrics by stage]
stage               hold slack [ns]  setup slack [ns]  area [um2]  util, %  instances
detailed placement            0.468              1.77        6050     33.4        776
global placement              0.465              1.79        6050     33.4        776
global route                  0.497              1.30        6650     36.6        808
CTS                           0.481              1.46        6650     36.6        808
finish                        0.478              1.46        6650     36.6        808
floorplan                     0.442             0.169        5740        -        554
[power groups by stage]
stage	combinational [mW]	sequential, mW	clock (mW)
4_1_cts	0.0480	1.09	1.40
6_report	0.0454	1.09	1.36
5_1_grt	0.0555	1.09	1.45
[cells in the final DEF, fill, tap and decap left out, types with 4 or more instances in the layout]
cell type	instances
sky130_fd_sc_hd__inv_1	20
sky130_fd_sc_hd__nor2_1	23
sky130_fd_sc_hd__clkbuf_16	17
sky130_fd_sc_hd__conb_1	39
sky130_fd_sc_hd__nor4b_1	4
sky130_fd_sc_hd__a21oi_1	9
sky130_fd_sc_hd__o31ai_1	6
sky130_fd_sc_hd__nor4_1	39
sky130_fd_sc_hd__or4_1	4
sky130_fd_sc_hd__ha_1	10
sky130_fd_sc_hd__nand2_1	21
sky130_fd_sc_hd__nor3b_1	4
sky130_fd_sc_hd__buf_4	6
sky130_fd_sc_hd__nand3_1	28
sky130_fd_sc_hd__xor2_1	23
sky130_fd_sc_hd__xnor2_1	31
sky130_fd_sc_hd__a211oi_1	11
sky130_fd_sc_hd__o21ai_0	13
sky130_fd_sc_hd__nor3_1	38
sky130_fd_sc_hd__clkdlybuf4s50_1	5
sky130_fd_sc_hd__clkinvlp_4	5
sky130_fd_sc_hd__nor2b_1	4
sky130_fd_sc_hd__or3_1	11
sky130_fd_sc_hd__nor4bb_1	4
sky130_fd_sc_hd__nand4_1	27
sky130_fd_sc_hd__dfrtp_1	123
Power is estimated from default activity; no workload was simulated.
